[./config.mk]
export PLATFORM = sky130hd
export DESIGN_NAME = spi_slave
export DESIGN_NICKNAME = spi_slave
export VERILOG_FILES = /design/flow/design.v
export SDC_FILE = /design/flow/constraint.sdc
export NUM_CORES = 4
export LEC_CHECK = 1
export CORE_UTILIZATION = 30
[./run.sh]
#!/bin/bash
# OpenROAD 26Q1-2900-gdf79404cd8, Yosys 0.63+post, stock flow scripts
make -C /OpenROAD-flow-scripts/flow DESIGN_CONFIG=/design/flow/config.mk WORK_HOME=/design/flow/orfs finish
[./design.v]
module spi_slave (
    input  wire        rst_n,
    input  wire        spi_clk,
    input  wire        mosi,
    output reg         miso,
    input  wire        csb,
    input  wire        ldb,        
    input  wire [10:0] sensor_data_0,
    input  wire [10:0] sensor_data_1,
    input  wire [10:0] sensor_data_2,
    input  wire [10:0] sensor_data_3,
    input  wire [10:0] sensor_data_4,
    input  wire [10:0] sensor_data_5,
    input  wire [10:0] sensor_data_6,
    input  wire [10:0] sensor_data_7,
    input  wire [10:0] sensor_data_8,
    input  wire [10:0] sensor_data_9,
    input  wire [10:0] sensor_data_10,
    input  wire [10:0] sensor_data_11,
    input  wire [10:0] sensor_data_12,
    input  wire [10:0] sensor_data_13,
    input  wire [10:0] sensor_data_14,
    input  wire [10:0] sensor_data_15
);
    typedef enum reg [2:0] {
        IDLE       = 3'b000,   
        RW_BIT     = 3'b001,   
        ADDR_BITS  = 3'b010,   
        DATA_BITS  = 3'b100    
    } spi_state_t;
    spi_state_t current_state, next_state;
    reg [15:0] shift_reg;
    reg [4:0]  bit_counter;
    reg        read_mode;
    reg [3:0]  target_addr;
    reg [3:0]  addr_shift;
    reg [10:0] read_data_reg;
    reg        addr_received;
    reg        transaction_active;
    reg [10:0] internal_ram [0:15];
    genvar j;
    generate
        for (j = 0; j < 16; j = j + 1) begin : ram_init
            initial begin
                internal_ram[j] = 11'h0;
            end
        end
    endgenerate
    integer i;
    always @(negedge spi_clk or negedge rst_n) begin
        if (!rst_n) begin
            current_state <= IDLE;
        end else if (csb) begin
            current_state <= IDLE;
        end else begin
            current_state <= next_state;
        end
    end
    always @(*) begin
        next_state = current_state;
        case (current_state)
            IDLE: begin
                if (!csb) begin
                    next_state = RW_BIT;
                end
            end
            RW_BIT: begin
                if (bit_counter >= 5'd0) begin
                    next_state = ADDR_BITS;
                end
            end
            ADDR_BITS: begin
                if (bit_counter > 5'd4) begin
                    next_state = DATA_BITS;
                end
            end
            DATA_BITS: begin
                if (bit_counter >= 5'd15) begin
                    next_state = RW_BIT;   
                end
            end
            default: begin
                next_state = IDLE;
            end
        endcase
    end
    always @(negedge spi_clk or negedge rst_n) begin
        if (!rst_n) begin
            shift_reg <= 16'b0;
            bit_counter <= 5'b0;
            transaction_active <= 1'b0;
            read_mode <= 1'b0;
            target_addr <= 4'b0;
            addr_shift <= 4'b0;
            read_data_reg <= 11'b0;
            addr_received <= 1'b0;
        end else if (csb) begin
            transaction_active <= 1'b0;
            bit_counter <= 5'b0;
            read_mode <= 1'b0;
            addr_received <= 1'b0;
            addr_shift <= 4'b0;
            target_addr <= 4'b0;
            shift_reg <= 16'b0;
            read_data_reg <= 11'b0;
        end else begin
            if (bit_counter <= 5'd4 && !ldb) begin
                internal_ram[0] <= sensor_data_0;
                internal_ram[1] <= sensor_data_1;
                internal_ram[2] <= sensor_data_2;
                internal_ram[3] <= sensor_data_3;
                internal_ram[4] <= sensor_data_4;
                internal_ram[5] <= sensor_data_5;
                internal_ram[6] <= sensor_data_6;
                internal_ram[7] <= sensor_data_7;
                internal_ram[8] <= sensor_data_8;
                internal_ram[9] <= sensor_data_9;
                internal_ram[10] <= sensor_data_10;
                internal_ram[11] <= sensor_data_11;
                internal_ram[12] <= sensor_data_12;
                internal_ram[13] <= sensor_data_13;
                internal_ram[14] <= sensor_data_14;
                internal_ram[15] <= sensor_data_15;
            end else begin
                case (current_state)
                    IDLE: begin
                        if (!transaction_active) begin
                            transaction_active <= 1'b1;
                            bit_counter <= 5'b0;
                            shift_reg <= 16'b0;
                            addr_received <= 1'b0;
                            addr_shift <= 4'b0;
                        end
                    end
                    RW_BIT: begin
                        if (bit_counter == 5'd0) begin
                            read_mode <= mosi;
                            addr_shift <= 4'b0000;
                        end
                        shift_reg <= {shift_reg[14:0], mosi};
                        bit_counter <= bit_counter + 1'b1;
                    end
                    ADDR_BITS: begin
                        if (bit_counter >= 5'd1 && bit_counter <= 5'd4) begin
                            addr_shift <= {addr_shift[2:0], mosi};
                            if (bit_counter == 5'd4) begin
                                target_addr <= {addr_shift[2:0], mosi};
                                addr_received <= 1'b1;
                                if (read_mode) begin
                                    read_data_reg <= internal_ram[{addr_shift[2:0], mosi}];
                                end
                            end
                        end
                        shift_reg <= {shift_reg[14:0], mosi};
                        bit_counter <= bit_counter + 1'b1;
                    end
                    DATA_BITS: begin
                        if (bit_counter == 5'd15) begin
                            if (!read_mode) begin
                                internal_ram[target_addr] <= {shift_reg[9:0], mosi};
                            end
                            bit_counter <= 5'b0;   
                        end else begin
                            shift_reg <= {shift_reg[14:0], mosi};
                            bit_counter <= bit_counter + 1'b1;
                        end
                    end
                    default: begin
                    end
                endcase
            end
        end
    end
    always @(posedge spi_clk or negedge rst_n) begin
        if (!rst_n) begin
            miso <= 1'b0;
        end else begin
            if (transaction_active && read_mode && !csb) begin
                if (addr_received) begin
                    if (bit_counter >= 5'd5 && bit_counter <= 5'd15) begin
                        case (bit_counter - 5'd5)
                            5'd0:  miso <= read_data_reg[10];
                            5'd1:  miso <= read_data_reg[9];
                            5'd2:  miso <= read_data_reg[8];
                            5'd3:  miso <= read_data_reg[7];
                            5'd4:  miso <= read_data_reg[6];
                            5'd5:  miso <= read_data_reg[5];
                            5'd6:  miso <= read_data_reg[4];
                            5'd7:  miso <= read_data_reg[3];
                            5'd8:  miso <= read_data_reg[2];
                            5'd9:  miso <= read_data_reg[1];
                            5'd10: miso <= read_data_reg[0];
                            default: miso <= 1'b0;
                        endcase
                    end else begin
                        miso <= 1'b0;
                    end
                end else begin
                    miso <= 1'b0;
                end
            end else begin
                miso <= 1'b0;
            end
        end
    end
endmodule
[./constraint.sdc]
current_design spi_slave

set clk_period 22.1
set clk_io_pct 0.2

create_clock -name clk0 -period $clk_period [get_ports {spi_clk}]

set non_clock_inputs [all_inputs -no_clocks]
set_input_delay [expr $clk_period * $clk_io_pct] -clock clk0 $non_clock_inputs
set_output_delay [expr $clk_period * $clk_io_pct] -clock clk0 [all_outputs]
==> Slide: Implementation Results <==
Key Metrics from the Run

Power and ir drop
  – Switching power: 0.293 mW
  – PD cells: 71.0 mW/mm^2
  – Switching share of power: 28.2%
  – Int Power: 0.748 mW
  – Power share of the combinational group: 9.3%
  – Clk pwr share: 46.5%
  – Leak: 6.80 nW
  – Power Total: 1.04 mW
  – Worst vdd ir: 0.0540 mV
  – Seq pwr share: 44.2%

Clock tree
  – CTS clk-pin slew, worst paths: 0.04 ns
  – CTS max path bufs: 3
  – CTS Root Cell: clkbuf_16
  – # H-tree levels: 1
  – Late-Pin Clk Latency: 0.60 ns
  – Post-CTS Resized: 0
  – CTS tree: built
  – Total setup buffers inserted after CTS: 0
  – Clock Sinks: 217
  – Number of buffers created by CTS: 24
  – Hold-fix buffers at CTS: 0

Final timing
  – Final Slew Violations: 0
  – Final setup fails: 0
  – Slew margin rel.: 20.3%
  – Fin Setup TNS: 0 ns
  – RSZ-0062 raised after global routing: false
  – Hold Vio Cnt, Final: 0
  – Skew final: 0.0731 ns
  – Slew @ Worst Pin: 1.19 ns

Synth
  – Registers, synthesis: 217
  – Cell accounting for the most synthesized area: edfxtp_1
  – Synth Instances: 953
  – Sequential fraction of the synthesis area: 56.7%
  – Post-synth ARST share: 18.9%
  – Yosys warnings: 2
  – Post-synth EDFFs: 176
  – Synth cell types: 75
  – Yosys stat cell total: 953
  – YS chip area: 0.0111 sq mm
  – Area leader share: 47.4%
  – Commonest flop: edfxtp_1
  – Syn Area/Cell: 11.7 sq um
  – Area of the mapped netlist: 0.0111 sq mm
  – Top cells by area: edfxtp_1, a21o_1, dfrtn_1

Global routing
  – Initial antenna violation count: 0
  – First-pass GRT wire length: 58800 microns
  – Overflow after GRT: 0
  – Pin count of the biggest net entering global routing: 76
  – Gr usage total: 22.6%
  – Number of global-route vias before repair: 9556

Drt
  – Post-Route WL: 40400 microns
  – # diodes: 0
  – DRT Pass-1 Iters: 5
  – DRC viols: 0
  – Total number of vias: 8990
  – Vias per cell: 5.10
  – Antenna-violating nets left: 0
  – WL/cell: 22.9 microns
  – Initial DRC count: 600

Setup path
  – Setup crit start kind: input port
  – CP Data Arrival Time: 7.01 ns
  – WP data required: 11.24 ns
  – Crit Path Category: input port to flip-flop
  – CP Capture Type: flip-flop
  – Crit-path max FO: 75

Floorplanning
  – Die area: 0.0379 sq mm
  – Core Area: 0.0366 sq mm
  – FP Util: 30.4%
  – Chip height: 195 microns
  – Rows: 70
  – Num ports: 182
  – Chip width: 195 microns

Placement
  – I/O Buffers: 181
  – Hpwl dp: 29100 microns
  – Final GP Congestion: 0.982

Worst hold path
  – Worst hold path type: flip-flop to flip-flop

Cells and area
  – Layout area overhead: 31.7%
  – Dominant logic cell type in the layout: inv_1
  – Fraction of layout cells with a size suffix above 1: 7.88%
  – Max reg flops: 176
  – Most frequent cells in the layout: inv_1, clkdlybuf4s50_1, a21o_1, edfxtp_1, nand2_1
  – Fill cells: 3483

Flow run
  – Max-Cap Viols: 0
  – Tool warnings: 208

Outcome
  – Status: finished, final reports clean
==> path summary, 6_finish.rpt <==
| path | start | to | slack, ns | cells after the start |
|---|---|---|---|---|
| max in group asynchronous | rst_n | current_state[0] | 6.72 | 2 |
| max reg2reg | bit_counter[0] | miso | 8.73 | 7 |
| min reg2reg | read_data_reg[5] | read_data_reg[5] | 0.43 | 2 |
| max | ldb | internal_ram[0][2] | 4.22 | 6 |
| min | read_data_reg[5] | read_data_reg[5] | 0.43 | 2 |
| min in group asynchronous | rst_n | miso | 4.01 | 2 |
==> critical path, cell delays in order <==
cell	delay, ns
clkdlybuf4s50_1	0.49
nor3_4	0.22
buf_4	0.43
buf_4	0.65
a21oi_1	0.08
nor2_1	0.69
==> logic make-up after synthesis <==
logic type / after synthesis / share of synthesized area (%)
simple gates: 230 / 11.3
mux: 35 / 3.56
buf+inv: 100 / 4.72
xor+xnor: 1 / 0.0786
fa+ha+maj: 8 / 0.899
flops: 217 / 56.7
compound gates: 362 / 22.7
==> cell usage after synthesis, types with 4 or more instances <==
cell,instances
nand2_1,55
nor2_1,34
and3_1,10
mux2_2,17
and2_1,4
nand2b_1,11
a221oi_1,9
a22oi_1,20
buf_6,14
nor2b_1,21
a211oi_1,4
buf_2,35
a31oi_1,13
nor3_1,10
nor3b_1,7
a21o_1,176
o211ai_1,4
clkbuf_1,34
o21ai_0,52
nand3b_1,13
and2_4,4
mux2i_1,16
dfrtn_1,39
edfxtp_1,176
a21oi_1,43
nand3_1,24
inv_1,9
ha_1,8
nand4_1,6
nor4_1,4
and2_0,6
a32oi_1,6
buf_1,5
==> per-stage QoR <==
stage          cell area, sq um  instances  util, %  hold WS, ns  worst slack [ns]
2_1_floorplan             11100        953        -        0.404              4.74
3_3_place_gp              13300       1547     36.3        0.420              3.68
3_5_place_dp              13300       1547     36.3        0.433              3.63
4_1_cts                   14700       1763     40.1        0.433              4.22
5_1_grt                   14700       1763     40.1        0.451              4.01
6_report                  14700       1763     40.1        0.430              4.22
==> area by class of cell <==
type / instances / area, sq um / share of cell area (%)
clock inverter: 190 / 756 / 5.15
clock buffer: 27 / 612 / 4.17
inverter: 10 / 37.5 / 0.256
tap: 468 / 586 / 3.99
multi-input combinational: 636 / 4310 / 29.4
sequential: 217 / 6310 / 43.0
timing repair buffer: 215 / 2060 / 14.0
==> power by group through the flow <==
| stage | Combinational [mW] | Sequential (mW) | Clock [mW] |
|---|---|---|---|
| after CTS | 0.0976 | 0.461 | 0.498 |
| after global routing | 0.104 | 0.460 | 0.543 |
| final | 0.0968 | 0.461 | 0.484 |
==> per-layer routing <==
metal / global-route usage (%) / vias to the layer above / part of all wire, %
met5: 0 / - / 0
met4: 7.97 / 0 / 3.2
met3: 9.46 / 62 / 9.6
met2: 35.5 / 381 / 49
met1: 28.5 / 4274 / 38
li1: - / 4273 / -
No activity file was given, so power comes from the tool's default toggle rates.
